File: /design/flow/config.mk
export PLATFORM = sky130hd
export DESIGN_NAME = AXIS_FIFO_master_stream_v1_0_M00_AXIS
export DESIGN_NICKNAME = AXIS_FIFO_master_stream_v1_0_M00_AXIS
export VERILOG_FILES = /design/flow/design.v
export SDC_FILE = /design/flow/constraint.sdc
export NUM_CORES = 4
export LEC_CHECK = 1
export CORE_AREA = 10 10 84 84
export DIE_AREA = 0 0 94 94
File: /design/flow/constraint.sdc
current_design AXIS_FIFO_master_stream_v1_0_M00_AXIS

set clk_period 2.3
set clk_io_pct 0.2

create_clock -name clk0 -period $clk_period [get_ports {M_AXIS_ACLK}]

set non_clock_inputs [all_inputs -no_clocks]
set_input_delay [expr $clk_period * $clk_io_pct] -clock clk0 $non_clock_inputs
set_output_delay [expr $clk_period * $clk_io_pct] -clock clk0 [all_outputs]
File: /design/flow/design.v
`timescale 1 ns / 1 ps
	module AXIS_FIFO_master_stream_v1_0_M00_AXIS #
	(
		parameter integer C_M_AXIS_TDATA_WIDTH	= 32,
		parameter integer C_M_START_COUNT	= 32
	)
	(
		input wire  M_AXIS_ACLK,
		input wire  M_AXIS_ARESETN,
		output wire  M_AXIS_TVALID,
		output wire [C_M_AXIS_TDATA_WIDTH-1 : 0] M_AXIS_TDATA,
		output wire [(C_M_AXIS_TDATA_WIDTH/8)-1 : 0] M_AXIS_TSTRB,
		output wire  M_AXIS_TLAST,
		input wire  M_AXIS_TREADY
	);
	localparam NUMBER_OF_OUTPUT_WORDS = 8;                                               
	function integer clogb2 (input integer bit_depth);                                   
	  begin                                                                              
	    for(clogb2=0; bit_depth>0; clogb2=clogb2+1)                                      
	      bit_depth = bit_depth >> 1;                                                    
	  end                                                                                
	endfunction                                                                          
	localparam integer WAIT_COUNT_BITS = clogb2(C_M_START_COUNT-1);                      
	localparam bit_num  = clogb2(NUMBER_OF_OUTPUT_WORDS);                                
	parameter [1:0] IDLE = 2'b00,         
	                INIT_COUNTER  = 2'b01,  
	                SEND_STREAM   = 2'b10;  
	reg [1:0] mst_exec_state;                                                            
	reg [bit_num-1:0] read_pointer;                                                      
	reg [WAIT_COUNT_BITS-1 : 0] 	count;
	wire  	axis_tvalid;
	reg  	axis_tvalid_delay;
	wire  	axis_tlast;
	reg  	axis_tlast_delay;
	reg [C_M_AXIS_TDATA_WIDTH-1 : 0] 	stream_data_out;
	wire  	tx_en;
	reg  	tx_done;
	assign M_AXIS_TVALID	= axis_tvalid_delay;
	assign M_AXIS_TDATA	= stream_data_out;
	assign M_AXIS_TLAST	= axis_tlast_delay;
	assign M_AXIS_TSTRB	= {(C_M_AXIS_TDATA_WIDTH/8){1'b1}};
	always @(posedge M_AXIS_ACLK)                                             
	begin                                                                     
	  if (!M_AXIS_ARESETN)                                                    
	    begin                                                                 
	      mst_exec_state <= IDLE;                                             
	      count    <= 0;                                                      
	    end                                                                   
	  else                                                                    
	    case (mst_exec_state)                                                 
	      IDLE:                                                               
	            mst_exec_state  <= INIT_COUNTER;                              
	      INIT_COUNTER:                                                       
	        if ( count == C_M_START_COUNT - 1 )                               
	          begin                                                           
	            mst_exec_state  <= SEND_STREAM;                               
	          end                                                             
	        else                                                              
	          begin                                                           
	            count <= count + 1;                                           
	            mst_exec_state  <= INIT_COUNTER;                              
	          end                                                             
	      SEND_STREAM:                                                        
	        if (tx_done)                                                      
	          begin                                                           
	            mst_exec_state <= IDLE;                                       
	          end                                                             
	        else                                                              
	          begin                                                           
	            mst_exec_state <= SEND_STREAM;                                
	          end                                                             
	    endcase                                                               
	end                                                                       
	assign axis_tvalid = ((mst_exec_state == SEND_STREAM) && (read_pointer < NUMBER_OF_OUTPUT_WORDS));
	assign axis_tlast = (read_pointer == NUMBER_OF_OUTPUT_WORDS-1);                                
	always @(posedge M_AXIS_ACLK)                                                                  
	begin                                                                                          
	  if (!M_AXIS_ARESETN)                                                                         
	    begin                                                                                      
	      axis_tvalid_delay <= 1'b0;                                                               
	      axis_tlast_delay <= 1'b0;                                                                
	    end                                                                                        
	  else                                                                                         
	    begin                                                                                      
	      axis_tvalid_delay <= axis_tvalid;                                                        
	      axis_tlast_delay <= axis_tlast;                                                          
	    end                                                                                        
	end                                                                                            
	always@(posedge M_AXIS_ACLK)                                               
	begin                                                                            
	  if(!M_AXIS_ARESETN)                                                            
	    begin                                                                        
	      read_pointer <= 0;                                                         
	      tx_done <= 1'b0;                                                           
	    end                                                                          
	  else                                                                           
	    if (read_pointer <= NUMBER_OF_OUTPUT_WORDS-1)                                
	      begin                                                                      
	        if (tx_en)                                                               
	          begin                                                                  
	            read_pointer <= read_pointer + 1;                                    
	            tx_done <= 1'b0;                                                     
	          end                                                                    
	      end                                                                        
	    else if (read_pointer == NUMBER_OF_OUTPUT_WORDS)                             
	      begin                                                                      
	        tx_done <= 1'b1;                                                         
	      end                                                                        
	end                                                                              
	assign tx_en = M_AXIS_TREADY && axis_tvalid;   
	    always @( posedge M_AXIS_ACLK )                  
	    begin                                            
	      if(!M_AXIS_ARESETN)                            
	        begin                                        
	          stream_data_out <= 1;                      
	        end                                          
	      else if (tx_en) 
	        begin                                        
	          stream_data_out <= read_pointer + 32'b1;   
	        end                                          
	    end                                              
	endmodule
File: /design/flow/run.sh
#!/bin/bash
# OpenROAD 26Q1-2900-gdf79404cd8, Yosys 0.63+post, stock flow scripts
make -C /OpenROAD-flow-scripts/flow DESIGN_CONFIG=/design/flow/config.mk WORK_HOME=/design/flow/orfs finish
==> impl_metrics.ini <==
; yosys + openroad results
[pwr]
p_seq_frac = 0.555
vdd_ir_drop_max_mv = 0.164
pwr-share-comb = 0.041
power.share.switching = 0.196
total_power_uw = 641
p_per_area_nw_per_um2 = 560
power.switching_uw = 125
p_leak_uw = 0.000513
pwr-share-clk = 0.404
p_int_uw = 516

[sta]
fin_crit_ps = 1750
max_slew_margin = 0.614
tightest_slew_ps = 578
rsz0062_at_grt = false
totalNegativeSetupSlack_ps = 0
drv_slew = 0
clock-skew-final_ps = 6.70
finalHoldViolCount = 0
setup_viol = 0
clock.fmax_mhz = 572
finalCritPeriodShare = 0.760

[cts]
ctsHoldBuffers = 0
post_cts_resized = 0
cts-root-buf = clkbuf_8
cts_made_buffers = 3
tritoncts = yes
clkTransAtPathRegs_ps = 70
cts_buffer_depth = 2
h-tree-depth = 1
clkLatencyLatePin_ps = 250
cts_setup_buffers = 0
cts_sinks = 20

[routing]
ant_nets = 0
antennaDiodeCount = 0
first_pass_iters = 4
wirelength_mm = 1.87
viasPerCell = 3.33
num_vias = 632
drc = 0
wl_per_cell_um = 9.84
drtIter0Drc = 34

[place]
hpwl_mm = 1.46
placed_cell_area_um2 = 1090
portBuffers = 9
dp.cells = 186
gp_congestion = 0.753

[floorplanning]
core_area_um2 = 5200
fp_util = 0.204
fp.dieW_um = 94
fp.dieH_um = 94
chip_area_um2 = 8840
row_count = 26
ios = 41

[finish]
mostFrequentLayoutCell = conb_1
syn_to_final_growth_pct = 7.77
drive_gt1_frac = 0.0500
final_cell_mix = conb_1, dfxtp_1, nand2_1
layout.area.comb_um2 = 497
instances_no_fill = 190
seq_area_um2 = 400
final_cell_area_um2 = 1140
fillers = 579

[synth]
synthDistinctLibCells = 29
yosysWarnings = 1
yosys-stat-cells = 113
synth_area_um2 = 1060
top_area_frac = 0.377
ys_chip_area_um2 = 1060
yosys_register_bits = 20
yosysTopAreaCell = dfxtp_1
ys_seq_share = 0.377
area_leaders = dfxtp_1, buf_4, ha_1
synth.avg_cell_area_um2 = 9.40
synth_cells = 113

[worst_setup_path]
setup.worst_path.start_class = register
ff2ff_path_depth = 6
path_class = reg2reg
r2r_start = count[0]
arrival_ps = 1890
critical_path_required_ps = 2440
critPathSlowestCell = nor2b_1
cp-end-kind = register
critPathMaxFanout = 5
critical_path.max_stage_delay_ps = 380
cp-endpoint = count[3]
critPathMostFrequentCell = ha_1
cp_cell_sequence = ha_1 > and3_1 > ha_1 > nor2b_1 > nand4_1 > mux2i_1
critical_path.startpoint = count[0]
reg2reg_slack_ps = 550
r2r-end = count[3]

[global_routing]
grt.overflow.total = 0
grt_max_degree = 22
grt_pass1_vias = 671
groute.usage.overall = 0.0418
grt_pass1_wl_mm = 3.03
antenna_found_initial = 0

[min_path]
hold_start = mst_exec_state[0]
hold_path_class = reg2reg

[job]
maxCapViolations = 0
warning_count = 26

[outcome]
status = finished clean
==> flip-flops by register name, summed over array words and instances, names as in the netlist <==
| signal | cells |
|---|---|
| stream_data_out | 5 |
| axis_tlast_delay | 1 |
| tx_done | 1 |
| axis_tvalid_delay | 1 |
| mst_exec_state | 3 |
| read_pointer | 4 |
| count | 5 |
==> stage by stage <==
step           utilization  hold slack (ps)  worst slack [ps]
3_5_place_dp         0.209              434               589
6_report             0.220              447               552
5_1_grt              0.220              482               371
4_1_cts              0.220              455               552
3_3_place_gp         0.209              429               591
2_1_floorplan            -              417               844
==> worst max-delay path, delay by kind of cell (launching register included) <==
| family | cells | cell delay (ps) |
|---|---|---|
| flip-flops | 1 | 340 |
| adder cells (fa/ha/maj) | 2 | 420 |
| multiplexers | 1 | 140 |
| AND/OR/NAND/NOR | 3 | 740 |
==> per-layer routing <==
metal,vias up,track usage,part of all wire
met5,-,0,0
met2,25,0.0651,0.44
met1,288,0.0562,0.49
met3,0,0.0153,0.065
li1,319,-,-
met4,0,0.00380,0
==> power groups by stage <==
stage	Combinational, uW	Clock (uW)	Sequential [uW]
CTS	28.2	270	356
global route	31.9	290	356
finish	26.0	259	356
==> layout make-up <==
class,count,area share
Multi-Input combinational cell,83,0.434
Timing Repair Buffer,9,0.0787
Tap cell,70,0.0765
Inverter,4,0.0131
Sequential cell,20,0.350
Clock buffer,4,0.0481
==> worst min path at each step <==
stage | to | slack [ps] | cells after the start
after global routing | mst_exec_state[2] | 480 | 1
after CTS | mst_exec_state[2] | 450 | 1
final | mst_exec_state[2] | 450 | 1
==> cell usage after synthesis <==
cell type,n
a21boi_0,3
a21boi_1,2
a21boi_2,1
a22oi_1,1
and2_1,3
and3_1,3
and3b_1,1
and4_1,1
buf_4,32
buf_6,1
clkbuf_1,2
conb_1,2
dfxtp_1,20
ha_1,4
inv_1,4
mux2i_1,3
nand2_1,12
nand2b_1,1
nand3_1,1
nand3b_1,2
nand4_1,1
nand4_4,1
nor2b_1,4
nor3b_1,1
o211a_1,1
o21a_1,2
o22ai_1,1
xnor2_1,2
xor2_1,1
==> logic make-up after synthesis <==
group / share of synthesized area
xor gates and xnor gates: 0.0247
muxes: 0.0283
DFF: 0.377
adders and majority gates: 0.0471
AOI/OAI and AO/OA: 0.0824
buffers and inverters: 0.258
other: 0.00707
and+or+nand+nor: 0.176
Power is estimated from default activity; no workload was simulated.
