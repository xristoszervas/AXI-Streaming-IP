## ./config.mk

```make
export PLATFORM = sky130hd
export DESIGN_NAME = AXIS_FIFO_slave_stream_v1_0_S00_AXIS
export DESIGN_NICKNAME = AXIS_FIFO_slave_stream_v1_0_S00_AXIS
export VERILOG_FILES = /design/flow/design.v
export SDC_FILE = /design/flow/constraint.sdc
export NUM_CORES = 4
export LEC_CHECK = 1
export CORE_AREA = 10 10 70 70
export DIE_AREA = 0 0 80 80
```

## ./design.v

```verilog
`timescale 1 ns / 1 ps
	module AXIS_FIFO_slave_stream_v1_0_S00_AXIS #
	(
		parameter integer C_S_AXIS_TDATA_WIDTH	= 32
	)
	(
		input wire  S_AXIS_ACLK,
		input wire  S_AXIS_ARESETN,
		output wire  S_AXIS_TREADY,
		input wire [C_S_AXIS_TDATA_WIDTH-1 : 0] S_AXIS_TDATA,
		input wire [(C_S_AXIS_TDATA_WIDTH/8)-1 : 0] S_AXIS_TSTRB,
		input wire  S_AXIS_TLAST,
		input wire  S_AXIS_TVALID
	);
	function integer clogb2 (input integer bit_depth);
	  begin
	    for(clogb2=0; bit_depth>0; clogb2=clogb2+1)
	      bit_depth = bit_depth >> 1;
	  end
	endfunction
	localparam NUMBER_OF_INPUT_WORDS  = 8;
	localparam bit_num  = clogb2(NUMBER_OF_INPUT_WORDS-1);
	parameter [1:0] IDLE = 1'b0,         
	                WRITE_FIFO  = 1'b1;  
	wire  	axis_tready;
	reg mst_exec_state;  
	genvar byte_index;     
	wire fifo_wren;
	reg fifo_full_flag;
	reg [bit_num-1:0] write_pointer;
	  reg writes_done;
	assign S_AXIS_TREADY	= axis_tready;
	always @(posedge S_AXIS_ACLK) 
	begin  
	  if (!S_AXIS_ARESETN) 
	    begin
	      mst_exec_state <= IDLE;
	    end  
	  else
	    case (mst_exec_state)
	      IDLE: 
	          if (S_AXIS_TVALID)
	            begin
	              mst_exec_state <= WRITE_FIFO;
	            end
	          else
	            begin
	              mst_exec_state <= IDLE;
	            end
	      WRITE_FIFO: 
	        if (writes_done)
	          begin
	            mst_exec_state <= IDLE;
	          end
	        else
	          begin
	            mst_exec_state <= WRITE_FIFO;
	          end
	    endcase
	end
	assign axis_tready = ((mst_exec_state == WRITE_FIFO) && (write_pointer <= NUMBER_OF_INPUT_WORDS-1));
	always@(posedge S_AXIS_ACLK)
	begin
	  if(!S_AXIS_ARESETN)
	    begin
	      write_pointer <= 0;
	      writes_done <= 1'b0;
	    end  
	  else
	    if (write_pointer <= NUMBER_OF_INPUT_WORDS-1)
	      begin
	        if (fifo_wren)
	          begin
	            write_pointer <= write_pointer + 1;
	            writes_done <= 1'b0;
	          end
	          if ((write_pointer == NUMBER_OF_INPUT_WORDS-1)|| S_AXIS_TLAST)
	            begin
	              writes_done <= 1'b1;
	            end
	      end  
	end
	assign fifo_wren = S_AXIS_TVALID && axis_tready;
	generate 
	  for(byte_index=0; byte_index<= (C_S_AXIS_TDATA_WIDTH/8-1); byte_index=byte_index+1)
	  begin:FIFO_GEN
	    reg  [(C_S_AXIS_TDATA_WIDTH/4)-1:0] stream_data_fifo [0 : NUMBER_OF_INPUT_WORDS-1];
	    always @( posedge S_AXIS_ACLK )
	    begin
	      if (fifo_wren) 
	        begin
	          stream_data_fifo[write_pointer] <= S_AXIS_TDATA[(byte_index*8+7) -: 8];
	        end  
	    end  
	  end		
	endgenerate
	endmodule
```

## ./constraint.sdc

```tcl
current_design AXIS_FIFO_slave_stream_v1_0_S00_AXIS

set clk_period 1.8
set clk_io_pct 0.2

create_clock -name clk0 -period $clk_period [get_ports {S_AXIS_ACLK}]

set non_clock_inputs [all_inputs -no_clocks]
set_input_delay [expr $clk_period * $clk_io_pct] -clock clk0 $non_clock_inputs
set_output_delay [expr $clk_period * $clk_io_pct] -clock clk0 [all_outputs]
```

## ./run.sh

```bash
#!/bin/bash
# OpenROAD 26Q1-2900-gdf79404cd8, Yosys 0.63+post, stock flow scripts
make -C /OpenROAD-flow-scripts/flow DESIGN_CONFIG=/design/flow/config.mk WORK_HOME=/design/flow/orfs finish
```

==> reports/metrics.yaml <==
status: "finished, final reports clean"
finalWeightedCongestion: 0.7244
worstPathArrival_ns: 1.38
cp.buffers_inverters: 1
critical_path.endpoint_type: "output port"
syn-mean-instance-area_um2: 9.268
netlist_instances: 27
timing.critical_path.fanout_max: 2
highest_clock_frequency_the_design_can_meet_ghz: 0.5738
crit_path_cell_chain: "ha_4 > ha_4 > nand4b_1 > and2_1 > buf_2"
vias: 229
intPower_w: 0.0002195
drc: 0
critical_path.top_delay_family: "simple AND/OR/NAND/NOR gates"
synthesis.area_um2: 250.2
clk_root_buffer_cell: "clkbuf_4"
leakage_nw: 0.1461
cp_data_required_time_ns: 1.44
cts_tree: "yes"
tightest_slew_ns: 0.2881
finalHoldWorstSlack_ns: 0.4690
antenna_cells: 0
fp-utilization_pct: 7.326
placeableCoreArea_um2: 3416
synth.yosys.warnings: 1
layout_worst_path_cycle_share_pct: 96.83
pwr-share-comb_pct: 10.6
vias_per_cell: 2.759
synthDistinctLibCells: 12
std_cell_rows: 21
cts_made_buffers: 3
yosysCellCount: 27
worst_ir_drop_vdd_uv: 340.9
grt_antenna_before_repair: 0
grt_max_degree: 10
clock_sink_count: 5
detail_route.wl_per_cell_um: 8.012
setup_viol: 0
post_route_cells_drive_above_1_share_pct: 32.43
power.net_switching_w: 0.00006760
cts.path.max_buffers: 2
first_pass_detailed_route_iteration_total: 4
synth_flops: 5
io_pins: 41
track_usage_pct: 2.091
finalWorstPathRequiredPeriod_ns: 1.743
worstHoldPathType: "flip-flop to flip-flop"
critPathKind: "flip-flop to output port"
finalHoldViolCount: 0
setup_slack_ns: 0.05715
stage_log_warnings: 61
power.clock.fraction_pct: 46.7
critPathLaunchType: "flip-flop"
iteration_0_drc_markers: 3
clkLatencyLatePin_ns: 0.25
first_pass_grt_wire_length_mm: 1.076
die_area_um2: 6400
synth-seq-area-share_pct: 40.00
detail-route-antenna-nets: 0
clk_pin_slew_ns: 0.05
max_slew_violation_count: 0
swShare_pct: 23.55
max_slew_margin_pct: 80.73
port_buffers: 4
power.density_nw_per_um2: 697.3
timing.critical_path.slowest_cell_delay_ns: 0.33
clock_tree.htree_level_count: 1
p_seq_share_pct: 42.7
post-place-ws_ns: -0.07895
first_global_vias: 234
finalPower_w: 0.0002871
worst_path_max_delay_cell: "dfxtp_2"
die.size.x_um: 80
area_grow_syn2layout_pct: 64.50
cp_common_cell: "ha_4"
die_y_um: 80
cap_viol_max_count: 0
yosys.stat.chipArea_um2: 250.2
post_route_wl_um: 665
skew_ns: 0.005675
grt_remaining_overflow: 0
==> repair_timing <==
| item | 4_1_cts | 5_1_grt |
|---|---|---|
| setup endpoints to repair | 1 | 1 |
| resized | 6 | 3 |
| hold buffers | 0 | 0 |
| setup buffers | 1 | 1 |
| pin swaps | 1 | 1 |
==> cell families (layout without fill, tap and decap cells) <==
kind of cell / count (synthesis) / in the layout / share of synthesized area [%]
AND-OR/OR-AND: 3 / 3 / 7.001
flip-flops: 5 / 5 / 40.00
adder cells (fa/ha/maj): 2 / 2 / 9.998
AND/OR/NAND/NOR: 11 / 11 / 23.50
buffers and inverters: 3 / 13 / 7.497
multiplexers: 3 / 3 / 12.00
==> sequential cells by signal, summed over array words and instances (netlist names) <==
name and flops:
mst_exec_state 1, write_pointer 3, writes_done 1
==> cells in the mapped netlist, drive strengths merged <==
cell / number / area (µm²)
o21ai: 2 / 10.01
clkbuf: 1 / 3.750
and2: 2 / 12.51
nand4b: 2 / 17.52
mux2i: 3 / 30.03
nand2: 6 / 22.52
dfxtp: 5 / 100.1
ha: 2 / 25.02
o211ai: 1 / 7.510
buf: 1 / 11.26
and3: 1 / 6.260
inv: 1 / 3.750
==> power by group through the flow <==
stage / logic [W] / registers (W) / clock network, W
after CTS: 0.0000295 / 0.000122 / 0.000138
after global routing: 0.0000334 / 0.000123 / 0.000147
final: 0.0000303 / 0.000123 / 0.000134
==> worst min-delay path, delay by kind of cell, from the launching register on <==
family / cells / cell delay [ns]
DFF: 1 / 0.31
and+or+nand+nor: 1 / 0.06
AOI/OAI and AO/OA: 1 / 0.05
==> through the flow <==
stage	utilization, %	TNS (ns)	area (µm²)	cells
after floorplan	-	0	250.2	27
after CTS	11.21	0	382.9	82
after global placement	10.18	-0.05331	347.8	77
after global routing	12.05	-0.01345	411.6	83
final	12.05	0	411.6	83
after detailed placement	10.18	-0.07895	347.8	77
==> cell type report <==
cell class,count,area (µm²)
inverters,1,3.754
flip-flops and latches,5,102.6
repair buffers,8,65.06
clock buffers,4,26.28
multi-input cells,19,156.4
fillers,407,3004
well taps,46,57.56
==> per-layer routing <==
metal	GRT usage [%]	share of wire, %
met2	2.568	38
met5	0	0
met1	2.817	53
met4	0.5282	0
met3	1.477	8.4
==> final timing paths <==
check | from | end | slack (ns) | cells past startpoint
hold / removal | writes_done | writes_done | 0.47 | 2
setup reg to reg | write_pointer[0] | write_pointer[1] | 0.18 | 7
hold reg to reg | writes_done | writes_done | 0.47 | 2
setup / recovery | write_pointer[0] | S_AXIS_TREADY | 0.06 | 5
==> cells in the final DEF, fill, tap and decap left out <==
| master | count |
|---|---|
| ha_4 | 2 |
| buf_2 | 1 |
| clkbuf_4 | 3 |
| and3_1 | 1 |
| dfxtp_2 | 2 |
| dfxtp_1 | 3 |
| mux2i_1 | 3 |
| clkdlybuf4s50_1 | 3 |
| inv_1 | 1 |
| nand4b_1 | 2 |
| buf_4 | 4 |
| nand2_1 | 6 |
| clkbuf_1 | 1 |
| and2_1 | 2 |
| o211ai_1 | 1 |
| o21ai_1 | 2 |
No activity file was given, so power comes from the tool's default toggle rates.
